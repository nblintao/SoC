==> flow/config.mk <==
export PLATFORM = sky130hd
export DESIGN_NAME = inst_mem_v
export DESIGN_NICKNAME = inst_mem_v
export VERILOG_FILES = /design/flow/design.v
export SDC_FILE = /design/flow/constraint.sdc
export NUM_CORES = 4
export LEC_CHECK = 1
export CORE_AREA = 10 10 70 70
export DIE_AREA = 0 0 80 80
==> flow/constraint.sdc <==
current_design inst_mem_v

set clk_period 3.7
set clk_io_pct 0.2

create_clock -name clk0 -period $clk_period

set non_clock_inputs [all_inputs -no_clocks]
set_input_delay [expr $clk_period * $clk_io_pct] -clock clk0 $non_clock_inputs
set_output_delay [expr $clk_period * $clk_io_pct] -clock clk0 [all_outputs]
==> flow/design.v <==
module inst_mem_v (a,inst);    
    input  [31:0] a;                         
    output [31:0] inst;                      
    wire   [31:0] rom [0:63];                
    assign inst = rom[a[7:2]];               
assign rom[6'h0] = 32'b00111100000000111100000000000000;
assign rom[6'h1] = 32'b00100000000001010000000000100001;
assign rom[6'h2] = 32'b00001100000000000000000000000111;
assign rom[6'h3] = 32'b00100000101001010000000000000001;
assign rom[6'h4] = 32'b00101000101000100000000000101000;
assign rom[6'h5] = 32'b00010100010000001111111111111100;
assign rom[6'h6] = 32'b00001000000000000000000000000110;
assign rom[6'h7] = 32'b10101100011001010000000000000000;
assign rom[6'h8] = 32'b00100000011000110000000000000100;
assign rom[6'h9] = 32'b00000011111000000000000000001000;
assign rom[6'ha] = 32'b00000000000000000000000000000000;
assign rom[6'hb] = 32'b00000000000000000000000000000000;
assign rom[6'hc] = 32'b00000000000000000000000000000000;
assign rom[6'hd] = 32'b00000000000000000000000000000000;
assign rom[6'he] = 32'b00000000000000000000000000000000;
assign rom[6'hf] = 32'b00000000000000000000000000000000;
assign rom[6'h10] = 32'b00000000000000000000000000000000;
assign rom[6'h11] = 32'b00000000000000000000000000000000;
assign rom[6'h12] = 32'b00000000000000000000000000000000;
assign rom[6'h13] = 32'b00000000000000000000000000000000;
assign rom[6'h14] = 32'b00000000000000000000000000000000;
assign rom[6'h15] = 32'b00000000000000000000000000000000;
assign rom[6'h16] = 32'b00000000000000000000000000000000;
assign rom[6'h17] = 32'b00000000000000000000000000000000;
assign rom[6'h18] = 32'b00000000000000000000000000000000;
assign rom[6'h19] = 32'b00000000000000000000000000000000;
assign rom[6'h1a] = 32'b00000000000000000000000000000000;
assign rom[6'h1b] = 32'b00000000000000000000000000000000;
assign rom[6'h1c] = 32'b00000000000000000000000000000000;
assign rom[6'h1d] = 32'b00000000000000000000000000000000;
assign rom[6'h1e] = 32'b00000000000000000000000000000000;
assign rom[6'h1f] = 32'b00000000000000000000000000000000;
assign rom[6'h20] = 32'b00000000000000000000000000000000;
assign rom[6'h21] = 32'b00000000000000000000000000000000;
assign rom[6'h22] = 32'b00000000000000000000000000000000;
assign rom[6'h23] = 32'b00000000000000000000000000000000;
assign rom[6'h24] = 32'b00000000000000000000000000000000;
assign rom[6'h25] = 32'b00000000000000000000000000000000;
assign rom[6'h26] = 32'b00000000000000000000000000000000;
assign rom[6'h27] = 32'b00000000000000000000000000000000;
assign rom[6'h28] = 32'b00000000000000000000000000000000;
assign rom[6'h29] = 32'b00000000000000000000000000000000;
assign rom[6'h2a] = 32'b00000000000000000000000000000000;
assign rom[6'h2b] = 32'b00000000000000000000000000000000;
assign rom[6'h2c] = 32'b00000000000000000000000000000000;
assign rom[6'h2d] = 32'b00000000000000000000000000000000;
assign rom[6'h2e] = 32'b00000000000000000000000000000000;
assign rom[6'h2f] = 32'b00000000000000000000000000000000;
assign rom[6'h30] = 32'b00000000000000000000000000000000;
assign rom[6'h31] = 32'b00000000000000000000000000000000;
assign rom[6'h32] = 32'b00000000000000000000000000000000;
assign rom[6'h33] = 32'b00000000000000000000000000000000;
assign rom[6'h34] = 32'b00000000000000000000000000000000;
assign rom[6'h35] = 32'b00000000000000000000000000000000;
assign rom[6'h36] = 32'b00000000000000000000000000000000;
assign rom[6'h37] = 32'b00000000000000000000000000000000;
assign rom[6'h38] = 32'b00000000000000000000000000000000;
assign rom[6'h39] = 32'b00000000000000000000000000000000;
assign rom[6'h3a] = 32'b00000000000000000000000000000000;
assign rom[6'h3b] = 32'b00000000000000000000000000000000;
assign rom[6'h3c] = 32'b00000000000000000000000000000000;
assign rom[6'h3d] = 32'b00000000000000000000000000000000;
assign rom[6'h3e] = 32'b00000000000000000000000000000000;
assign rom[6'h3f] = 32'b00000000000000000000000000000000;
endmodule
==> flow/run.sh <==
#!/bin/bash
# OpenROAD 26Q1-2900-gdf79404cd8, Yosys 0.63+post, stock flow scripts
make -C /OpenROAD-flow-scripts/flow DESIGN_CONFIG=/design/flow/config.mk WORK_HOME=/design/flow/orfs finish
==> results.txt <==
run metrics: status finished clean, GRT Util Overall slightly above 4%, layout cell share with drive strength beyond 1 about an eighth, post-route ant nets 0, global-route wire length before repair roughly 2200 um, Detailed Place HPWL around 1300 um, met1 usage ~4.7%, Horiz. Die Dim about 80 um, VDD IR max 0.01516 mV, Yosys top cell by area buf_4, Yosys Warn Count 1, fin worst setup slack about 0.43 ns, WHS 2.548 ns, syn_area_per_cell roughly 6.6 sq um, Post-synth seq share 0%, num rows 21, met3 Usage GRT ~1.7%, met2 Use GR 7.063%, ANT cells 0, Layout Cells excl Fill 132, pre-CTS setup slack 0.3895 ns, # fillers 384, setup tns final 0 ns, top cells, area buf_4 (28%), nor3_2 (7.0%), a21oi_1 (5.8%), final wirelength approximately 1400 um, clock buf count 0, IO buf count 35, CP dominant cell by count clkdlybuf4s50_1, Top cells excl fill/tap clkdlybuf4s50_1 (35), nor2_1 (6), nand2_1 (6), Critical Path AT 2.53 ns, gr busiest metal met2, Sequential cell area 0 sq um, setup bufs post-CTS 0, vias in the first global route roughly 450, # setup viols final 0, 1st-iter DRT viols 42, Log Warnings 58, Setup CP Type in2out, Worst Path Max Fanout 14, HP Class in2out, routed via count slightly below 500, crit path cell chain clkdlybuf4s50_1, nand2b_1, nor4b_2, clkdlybuf4s50_1, final hold vios 0, Max Transition Viols Final 0, Initial DRT Pass Iterations 4, Post-Syn Area about 430 sq um, fa+ha+maj area frac 0%, Commonest Layout Cell clkdlybuf4s50_1, CP required a little under 3 ns, Cell Type Count 25, post-layout period usage between 80% and 90%, Static Leak roughly 0.24 nW, die area 0.006400 sq mm, # IOs approximately 64, WL per Instance between 10 and 15 um, Setup crit start kind primary input, comb area leader simple AND/OR/NAND/NOR gates, largest net degree at the start of global routing 15, ys cells 65, synthesis area per yosys about 430 sq um, PD cells approximately 64 mW/mm^2, yosys xor share around 4%, Vias/cell 3.644, grt total ovfl 0, RSZ-0062 raised after global routing false, cts repair resizes 0, seq_cells 0, gpl congestion between 0.7 and 0.8, dpl cells around 130, Cells after Synth approximately 65, # DRC 0, Simple-Gate Area Share between 40% and 50%, number of antenna violations at the first check in global routing 0, fmax 306.0 MHz, Die Ht about 80 um, Core Area between 0.003 and 0.004 sq mm, kind of end point of the critical path primary output, Initial Util between 10% and 20%, fin crit period about 3.3 ns, Post-Synth AOI/OAI Area approximately 14%, Area growth, synth to finish 69.57%, hold-fix buffer count after cts 0, CP max stage cell clkdlybuf4s50_1, Max stage delay on crit path 0.76 ns, Synth mux share 0%, post-synth top area share 27.83%, Max Cap Viol 0
path summary, 6_finish.rpt:
kind,from,end,slack (ns),depth (start not counted)
worst max-delay path,a[2],inst[24],0.43,4
worst min-delay path,a[7],inst[2],2.55,4
cells in the mapped netlist:
master	n
buf_4	16
nand2_1	6
nor2_1	6
a21oi_1	5
nand2b_1	4
nor3_2	3
a211oi_1	2
buf_2	2
nand3b_1	2
nor3_1	2
o21a_1	2
xor2_1	2
and2b_1	1
and3_1	1
and3b_1	1
buf_6	1
clkbuf_1	1
conb_1	1
nor2b_1	1
nor3b_2	1
nor4b_2	1
o21ai_0	1
or2_1	1
or3_1	1
or3b_4	1
power breakdown:
| group | switching [W] | internal, W | total (W) |
|---|---|---|---|
| Combinational | 0.0000201 | 0.0000264 | 0.0000465 |
| Sequential | 0 | 0 | 0 |
| Clock | 0 | 0 | 0 |
area by class of cell:
class | instances | area, sq um | share of cell area [%]
Multi-Input combinational cell | 47 | 294.0 | 40.17
Timing Repair Buffer | 39 | 380.4 | 51.97
Tap cell | 46 | 57.56 | 7.863
cells by family after synthesis:
logic type	Yosys count
AND/OR/NAND/NOR	32
buffers and inverters	20
AND-OR/OR-AND	10
XOR/XNOR	2
other	1
through the flow:
step	util, %	instance area [sq um]	power, W
6_report	21.43	732.0	0.00004651
5_1_grt	21.43	732.0	0.00005226
4_1_cts	21.43	732.0	0.00004739
3_5_place_dp	21.43	732.0	0.00004721
3_3_place_gp	21.43	732.0	0.00004674
2_1_floorplan	-	439.2	0.00002791
layer usage:
metal  up-vias  share of wire, %
met4         0                 0
met5         -                 0
li1        247                 -
met3         0                13
met1       209                39
met2        25                48
worst max-delay path, delay by kind of cell:
family	cells	cell delay (ns)
AND/OR/NAND/NOR	2	0.50
buffers and inverters	2	1.29
Power figures rest on the tool's default switching activity, not on a simulated workload.
