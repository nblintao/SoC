[design/flow/config.mk]
export PLATFORM = sky130hd
export DESIGN_NAME = single_cycle_cpu_io
export DESIGN_NICKNAME = single_cycle_cpu_io
export VERILOG_FILES = /design/flow/design.v
export SDC_FILE = /design/flow/constraint.sdc
export NUM_CORES = 4
export LEC_CHECK = 1
export CORE_UTILIZATION = 30
[design/flow/constraint.sdc]
current_design single_cycle_cpu_io

set clk_period 17.0
set clk_io_pct 0.2

create_clock -name clk0 -period $clk_period [get_ports {clk}]

set non_clock_inputs [all_inputs -no_clocks]
set_input_delay [expr $clk_period * $clk_io_pct] -clock clk0 $non_clock_inputs
set_output_delay [expr $clk_period * $clk_io_pct] -clock clk0 [all_outputs]
[design/flow/design.v]
module single_cycle_cpu_io (clk,clrn,pc,inst,m_addr,d_f_mem,d_t_mem,write,
                            io_rdn,io_wrn,rvram,wvram);  
    input  clk, clrn;                                    
    input  [31:0] inst;                                  
    input  [31:0] d_f_mem;                               
    output [31:0] pc;                                    
    output [31:0] m_addr;                                
    output [31:0] d_t_mem;                               
    output        write;                                 
    output        wvram;                                 
    output        rvram;                                 
    output        io_wrn;                                
    output        io_rdn;                                
    reg           wreg;                                  
    reg           wmem,rmem;                             
    reg    [31:0] alu_out;                               
    reg     [4:0] dest_rn;                               
    reg    [31:0] next_pc;                               
    wire   [31:0] pc_plus_4 = pc + 4;                    
    wire  [05:00] opcode = inst[31:26];
    wire  [04:00] rs     = inst[25:21];
    wire  [04:00] rt     = inst[20:16];
    wire  [04:00] rd     = inst[15:11];
    wire  [04:00] sa     = inst[10:06];
    wire  [05:00] func   = inst[05:00];
    wire  [15:00] imm    = inst[15:00];
    wire  [25:00] addr   = inst[25:00];
    wire          sign   = inst[15];
    wire  [31:00] offset = {{14{sign}},imm,2'b00};
    wire  [31:00] j_addr = {pc_plus_4[31:28],addr,2'b00};
    wire i_add  = (opcode == 6'h00) & (func == 6'h20);   
    wire i_sub  = (opcode == 6'h00) & (func == 6'h22);   
    wire i_and  = (opcode == 6'h00) & (func == 6'h24);   
    wire i_or   = (opcode == 6'h00) & (func == 6'h25);   
    wire i_xor  = (opcode == 6'h00) & (func == 6'h26);   
    wire i_sll  = (opcode == 6'h00) & (func == 6'h00);   
    wire i_srl  = (opcode == 6'h00) & (func == 6'h02);   
    wire i_sra  = (opcode == 6'h00) & (func == 6'h03);   
    wire i_jr   = (opcode == 6'h00) & (func == 6'h08);   
    wire i_addi = (opcode == 6'h08);                     
    wire i_andi = (opcode == 6'h0c);                     
    wire i_ori  = (opcode == 6'h0d);                     
    wire i_xori = (opcode == 6'h0e);                     
    wire i_lw   = (opcode == 6'h23);                     
    wire i_sw   = (opcode == 6'h2b);                     
    wire i_beq  = (opcode == 6'h04);                     
    wire i_bne  = (opcode == 6'h05);                     
    wire i_lui  = (opcode == 6'h0f);                     
    wire i_j    = (opcode == 6'h02);                     
    wire i_jal  = (opcode == 6'h03);                     
    reg [31:0] pc;
    always @ (posedge clk or negedge clrn) begin
        if (!clrn) pc <= 0;
        else         pc <= next_pc;
    end
    wire   [31:0] data_2_rf = i_lw ? d_f_mem : alu_out;
    reg    [31:0] regfile [1:31];                        
    wire   [31:0] a = (rs==0) ? 0 : regfile[rs];         
    wire   [31:0] b = (rt==0) ? 0 : regfile[rt];         
    always @ (posedge clk) begin
        if (wreg && (dest_rn != 0)) begin
            regfile[dest_rn] <= data_2_rf;               
        end
    end
    wire  io_space = alu_out[31] &                       
                    ~alu_out[30] &                       
                     alu_out[29];
    wire  vr_space = alu_out[31] &                       
                     alu_out[30] &                       
                    ~alu_out[29];
    assign write   =   wmem & ~io_space & ~vr_space;     
    assign d_t_mem =   b;                                
    assign m_addr  =   alu_out;                          
    assign io_rdn  = ~(rmem & io_space);                 
    assign io_wrn  = ~(wmem & io_space);                 
    assign wvram   =   wmem & vr_space;                  
    assign rvram   =   rmem & vr_space;                  
    always @(*) begin
        alu_out = 0;                                     
        dest_rn = rd;                                    
        wreg    = 0;                                     
        wmem    = 0;                                     
        rmem    = 0;                                     
        next_pc = pc_plus_4;
        case (1'b1)
            i_add: begin                                 
                alu_out = a + b;
                wreg    = 1; end
            i_sub: begin                                 
                alu_out = a - b;
                wreg    = 1; end
            i_and: begin                                 
                alu_out = a & b;
                wreg    = 1; end
            i_or: begin                                  
                alu_out = a | b;
                wreg    = 1; end
            i_xor: begin                                 
                alu_out = a ^ b;
                wreg    = 1; end
            i_sll: begin                                 
                alu_out = b << sa;
                wreg    = 1; end
            i_srl: begin                                 
                alu_out = b >> sa;
                wreg    = 1; end
            i_sra: begin                                 
                alu_out = $signed(b) >>> sa;
                wreg    = 1; end
            i_jr: begin                                  
                next_pc = a; end
            i_addi: begin                                
                alu_out = a + {{16{sign}},imm};
                dest_rn = rt;
                wreg    = 1; end
            i_andi: begin                                
                alu_out = a & {16'h0,imm};
                dest_rn = rt;
                wreg    = 1; end
            i_ori: begin                                 
                alu_out = a | {16'h0,imm};
                dest_rn = rt;
                wreg    = 1; end
            i_xori: begin                                
                alu_out = a ^ {16'h0,imm};
                dest_rn = rt;
                wreg    = 1; end
            i_lw: begin                                  
                alu_out = a + {{16{sign}},imm};
                dest_rn = rt;
                rmem    = 1;
                wreg    = 1; end
            i_sw: begin                                  
                alu_out = a + {{16{sign}},imm};
                wmem    = 1; end
            i_beq: begin                                 
                if (a == b) 
                  next_pc = pc_plus_4 + offset; end
            i_bne: begin                                 
                if (a != b) 
                  next_pc = pc_plus_4 + offset; end
            i_lui: begin                                 
                alu_out = {imm,16'h0};
                dest_rn = rt;
                wreg    = 1; end
            i_j: begin                                   
                next_pc = j_addr; end
            i_jal: begin                                 
                alu_out = pc_plus_4;
                wreg    = 1;
                dest_rn = 5'd31;
                next_pc = j_addr; end
            default: ;
        endcase
    end
endmodule
[design/flow/run.sh]
#!/bin/bash
# OpenROAD 26Q1-2900-gdf79404cd8, Yosys 0.63+post, stock flow scripts
make -C /OpenROAD-flow-scripts/flow DESIGN_CONFIG=/design/flow/config.mk WORK_HOME=/design/flow/orfs finish
==> flow_summary.ini <==
; generated from flow reports
[detailed_routing]
drt_iter0_markers = 5018
routed_wl_um = 298000
drc = 0
vias = 51400
wl_per_cell_um = 35.7
drt_first_pass_iters = 6
drtAntennaViolNets = 0
viasPerCell = 6.17

[floorplanning]
dieArea_mm2 = 0.214
core-area_mm2 = 0.210
die_w_um = 463
dieHeight_um = 463
num_io_pins = 167
fp_util_pct = 30.3
fp-row-count = 168

[timing]
worst_slew_pin_slew_ns = 1.08
finalSetupViolCount = 0
drv_slew = 0
setup_ws_ns = 2.11
hold_violations = 0
finalCritPeriodShare_pct = 87.6
hold-worst-slack_ns = 0.598
fmax_mhz = 67.2
final.setup_skew_ns = 0.0669
setup_tns_ns = 0
relSlewSlack_pct = 27.5
min_period_ns = 14.89
rsz0062_at_grt = false

[synth]
yosys_area_mm2 = 0.0638
synth_seq_share_pct = 48.0
largest_area_cell = edfxtp_1
synth_flops = 1024
avgSynthCellArea_um2 = 12.2
top_cell_area_share_pct = 46.7
async_flop_share_pct = 3.13
yosysWarnings = 1
enable_flop_cells = 992
area_leaders = edfxtp_1 47%, mux4_2 11%, mux2i_1 6.9%
yosysCellCount = 5244
ys_types = 113
ff_type = edfxtp_1
netlist_instances = 5244
netlist_area_mm2 = 0.0638

[outcome]
status = finished, final reports clean

[global_routing]
grt_usage_pct = 28.7
grt_max_degree = 82
grt_pass1_vias = 51900
grt_overflow_total = 0
antenna_found_initial = 12
grt_pass1_wl_um = 411000

[placement]
dp_cells = 8117
io_buffers = 166
place_area_mm2 = 0.0696
gp_congestion = 1.08
dp_slack_ns = 2.29
place_hpwl_um = 212000

[setup_path]
cp_max_fo = 21
worstPathArrival_ns = 11.49
crit_required_ns = 13.60
critPathCaptureType = primary output
crit_type = in2out
startpoint_type = input port

[final_layout]
area_growth_pct = 14.6
stdcell_count = 8331
drive_gt1_share_pct = 16.6
design_area_mm2 = 0.0731
final_core_util_pct = 34.7
mostFrequentLayoutCells = 992 x edfxtp_1, 442 x mux2i_1, 305 x nor2_1, 300 x mux4_2, 293 x a21oi_1
final_common_cell = edfxtp_1

[power_and_ir_drop]
max-vdd-ir-drop_mv = 0.0970
p_leak_nw = 25.6
p_per_area_mw_per_mm2 = 98.3
total_power_mw = 7.18

[min_path]
hold_class = reg2reg

[clocking]
clk_pin_slew_ns = 0.05
cts_buffers = 109
clockBufferDepth = 3
clkSinkCount = 1024
cts_tree = done
cts_hold_buf = 0
cts_repair_resize_count = 0
clock_latency_ns = 0.77
htree_num_levels = 3
post_cts_buffers = 0
cts_root_buf = clkbuf_16

[run]
maxCapViolCount = 0
log.warning_count = 105
cells in the mapped netlist (38+ instances only):
master      n
mux4_2    300
a21o_1     72
ha_1      172
o22a_1     45
mux2i_1   442
clkbuf_1  236
o21ai_0   279
a21oi_1   296
a22o_1     38
o22ai_1   157
nor2_1    337
o221ai_1  126
inv_1     143
buf_2      61
a221oi_1   48
a211oi_1  114
nand3_1    83
nand2b_1   45
edfxtp_1  992
nand2_1   271
nor3_1     96
xnor2_1    55
o211ai_1   44
a22oi_1    40
layer usage:
layer  up-vias  global-route usage (%)  share of wire (%)
li1      21500                       -                  -
met1     25300                    34.6                 35
met2      3775                    39.8                 42
met3       725                    18.2                 16
met4        18                    14.4                6.5
met5         -                    1.69               0.10
sequential cells by signal (all words and copies together), names as in the netlist:
name	count
regfile	992
pc	32
path summary, 6_finish.rpt:
path | startpoint | to | slack, ns | cells after the start
hold reg to reg | pc[1] | pc[1] | 0.60 | 2
hold / removal | pc[1] | pc[1] | 0.60 | 2
min in group asynchronous | clrn | pc[10] | 2.74 | 2
max in group asynchronous | clrn | pc[24] | 13.92 | 2
setup reg to reg | regfile[30][0] | regfile[23][30] | 9.62 | 20
setup / recovery | inst[19] | wvram | 2.11 | 25
layout make-up:
| cell class | count | area [µm²] |
|---|---|---|
| Fill cell | 20300 | 137000 |
| Multi-Input combinational cell | 3695 | 31100 |
| Sequential cell | 1024 | 30600 |
| Timing Repair Buffer | 447 | 3790 |
| Tap cell | 2805 | 3510 |
| Clock buffer | 138 | 2840 |
| Clock inverter | 65 | 652 |
| Inverter | 146 | 548 |
| Antenna cell | 11 | 27.5 |
worst max-delay path, cell delays in order:
cell and delay, ns:
clkdlybuf4s50_1 0.46, buf_4 0.35, or3b_4 0.53, buf_4 0.47, o22ai_1 0.17, a211o_1 0.30
o22ai_1 0.76, buf_4 0.28, nand2b_1 0.29, inv_1 0.17, ha_1 0.24, inv_1 0.07
fa_1 0.25, or3b_2 0.47, a311oi_1 0.42, a211oi_1 0.21, nor2_1 0.25, a31o_2 0.27
a21oi_1 0.15, o41a_1 0.48, or4_1 0.41, nand3_1 0.09, a21o_1 0.22, and4b_1 0.22
clkdlybuf4s50_1 0.47
power breakdown:
group | internal [mW] | switching (mW) | total [mW]
logic | 0.653 | 1.27 | 1.92
registers | 2.89 | 0.0472 | 2.94
clock network | 1.30 | 1.03 | 2.33
cell families after synthesis:
logic type,count (synthesis),synth area share (%)
compound gates,1602,17.4
simple gates,1046,7.72
flops,1024,48.0
mux,787,18.4
buf+inv,525,3.81
fa+ha+maj,176,3.50
xor+xnor,84,1.15
Power figures rest on the tool's default switching activity, not on a simulated workload.
