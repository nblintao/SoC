<file path="/design/flow/run.sh">
#!/bin/bash
# OpenROAD 26Q1-2900-gdf79404cd8, Yosys 0.63+post, stock flow scripts
make -C /OpenROAD-flow-scripts/flow DESIGN_CONFIG=/design/flow/config.mk WORK_HOME=/design/flow/orfs finish
</file>
<file path="/design/flow/config.mk">
export PLATFORM = sky130hd
export DESIGN_NAME = multiple_cycle_cpu
export DESIGN_NICKNAME = multiple_cycle_cpu
export VERILOG_FILES = /design/flow/design.v
export SDC_FILE = /design/flow/constraint.sdc
export NUM_CORES = 4
export LEC_CHECK = 1
export CORE_UTILIZATION = 50
</file>
<file path="/design/flow/constraint.sdc">
current_design multiple_cycle_cpu

set clk_period 19.8
set clk_io_pct 0.2

create_clock -name clk0 -period $clk_period [get_ports {cpu_clk}]

set non_clock_inputs [all_inputs -no_clocks]
set_input_delay [expr $clk_period * $clk_io_pct] -clock clk0 $non_clock_inputs
set_output_delay [expr $clk_period * $clk_io_pct] -clock clk0 [all_outputs]
</file>
<file path="/design/flow/design.v">
`timescale 1ns / 1ps
module multiple_cycle_cpu (cpu_clk, resetn, m_addr, d_f_mem, d_t_mem, w_d_mem, wr_vram, rd_vram, io_rdn, state);
    input  cpu_clk, resetn;  
    output [31:0] m_addr;    
    input  [31:0] d_f_mem;   
    output [31:0] d_t_mem;   
    output w_d_mem;          
    output wr_vram;          
    output rd_vram;          
    output io_rdn;           
    output [2:0] state;      
    parameter [2:0] s_if  = 3'b000,  
                    s_id  = 3'b001,  
                    s_exe = 3'b010,  
                    s_mem = 3'b011,  
                    s_wb  = 3'b100;  
    reg [31:0] pc = 0;       
    reg [31:0] ir = 0;       
    reg [31:0] c  = 0;       
    reg [31:0] d  = 0;       
    reg [2:0] state = s_if;  
    wire [05:00] opcode = ir[31:26];
    wire [04:00] rs     = ir[25:21];
    wire [04:00] rt     = ir[20:16];
    wire [04:00] rd     = ir[15:11];
    wire [04:00] sa     = ir[10:06];
    wire [05:00] func   = ir[05:00];
    wire [15:00] imm    = ir[15:00];
    wire [25:00] addr   = ir[25:00];
    wire         sign   = ir[15];
    wire [31:00] s_imm  = {{16{sign}},imm};  
    wire [31:00] z_imm  = {16'h0000,imm};    
    wire [31:00] p4_addr = pc + 32'h4;                  
    wire [31:00] br_addr = pc + {s_imm[29:0],2'b00};    
    wire [31:00] jr_addr = a;                           
    wire [31:00] jp_addr = {pc[31:28],addr,2'b00};      
    wire i_add  = (opcode == 6'h00) & (func == 6'h20);  
    wire i_sub  = (opcode == 6'h00) & (func == 6'h22);  
    wire i_and  = (opcode == 6'h00) & (func == 6'h24);  
    wire i_or   = (opcode == 6'h00) & (func == 6'h25);  
    wire i_xor  = (opcode == 6'h00) & (func == 6'h26);  
    wire i_sll  = (opcode == 6'h00) & (func == 6'h00);  
    wire i_srl  = (opcode == 6'h00) & (func == 6'h02);  
    wire i_sra  = (opcode == 6'h00) & (func == 6'h03);  
    wire i_jr   = (opcode == 6'h00) & (func == 6'h08);  
    wire i_addi = (opcode == 6'h08);                    
    wire i_andi = (opcode == 6'h0c);                    
    wire i_ori  = (opcode == 6'h0d);                    
    wire i_xori = (opcode == 6'h0e);                    
    wire i_lw   = (opcode == 6'h23);                    
    wire i_sw   = (opcode == 6'h2b);                    
    wire i_beq  = (opcode == 6'h04);                    
    wire i_bne  = (opcode == 6'h05);                    
    wire i_lui  = (opcode == 6'h0f);                    
    wire i_j    = (opcode == 6'h02);                    
    wire i_jal  = (opcode == 6'h03);                    
    always @ (posedge cpu_clk or negedge resetn) begin
        if (!resetn)  pc <= 0;
        else if (wpc) pc <= next_pc;  
    end
    always @ (posedge cpu_clk or negedge resetn) begin
        if (!resetn)  ir <= 0;
        else if (wir) ir <= d_f_mem;  
    end
    always @ (posedge cpu_clk or negedge resetn) begin
        if (!resetn)  c <= 0;
        else          c <= c_in;
    end
    always @ (posedge cpu_clk or negedge resetn) begin
        if (!resetn)  d <= 0;
        else          d <= d_f_mem;
    end
    always @ (posedge cpu_clk or negedge resetn) begin
        if (!resetn)  state <= s_if;
        else          state <= next_state;
    end
	 integer i;
    reg  [31:0] regfile [31:1];  
    wire [31:0] a = (rs==0) ? 0 : regfile[rs];  
    wire [31:0] b = (rt==0) ? 0 : regfile[rt];  
    always @ (posedge cpu_clk or negedge resetn) begin
        if (resetn == 0) begin   
            for (i = 1; i < 32; i = i + 1)
                regfile[i] <= 0;
        end else begin                          
            if (wreg && (dest_rn != 0)) begin   
                regfile[dest_rn] <= data_2_rf;
            end
        end
    end
    wire io_space = c[31] &  
                   ~c[30] &  
                    c[29];   
    wire vr_space = c[31] &  
                    c[30] &  
                   ~c[29];   
    assign w_d_mem =   s_mem & i_lw & ~io_space & ~vr_space;  
    assign d_t_mem =   b;                                     
    assign io_rdn  = ~(s_mem & i_lw &  io_space);             
    assign wr_vram =   s_mem & i_sw &  vr_space;              
    assign rd_vram =   s_mem & i_lw &  vr_space;              
    reg        wpc;            
    reg        wir;            
    reg        wreg;           
    reg        wmem;           
    reg [31:0] next_pc;        
    reg [31:0] c_in;           
    reg [31:0] data_2_rf;      
    reg  [4:0] dest_rn;        
    reg  [2:0] next_state;     
    reg [31:0] m_addr;         
    always @* begin            
        wpc        = 0;        
        wir        = 0;        
        wreg       = 0;        
        wmem       = 0;        
        next_pc    = p4_addr;  
        c_in       = 0;        
        data_2_rf  = c;        
        dest_rn    = rd;       
        next_state = s_if;     
        m_addr     = pc;       
        case (state)  
            s_if: begin              
                wpc        = 1;      
                wir        = 1;      
                next_state = s_id;   
            end  
            s_id: begin                    
                if (i_j) begin             
                    wpc        = 1;        
                    next_pc    = jp_addr;  
                    next_state = s_if;     
                end else if (i_jal) begin  
                    wpc        = 1;        
                    next_pc    = jp_addr;  
                    wreg       = 1;        
                    dest_rn    = 5'd31;    
                    data_2_rf  = pc;       
                    next_state = s_if;     
                end else if (i_jr) begin   
                    wpc        = 1;        
                    next_pc    = jr_addr;  
                    next_state = s_if;     
                end else begin             
                    c_in = br_addr;        
                    next_state = s_exe;    
                end
            end  
            s_exe: begin                   
            case (1'b1)
                i_add: begin               
                    c_in = a + b;
                    next_state = s_wb; end
                i_sub: begin               
                    c_in = a - b;
                    next_state = s_wb; end
                i_and: begin               
                    c_in = a & b;
                    next_state = s_wb; end
                i_or: begin                
                    c_in = a | b;
                    next_state = s_wb; end
                i_xor: begin               
                    c_in = a ^ b;
                    next_state = s_wb; end
                i_sll: begin               
                    c_in = b << sa;
                    next_state = s_wb; end
                i_srl: begin               
                    c_in = b >> sa;
                    next_state = s_wb; end
                i_sra: begin               
                    c_in = $signed(b) >>> sa;
                    next_state = s_wb; end
                i_addi: begin              
                    c_in = a + s_imm;
                    next_state = s_wb; end
                i_andi: begin              
                    c_in = a & z_imm;
                    next_state = s_wb; end
                i_ori: begin               
                    c_in = a | z_imm;
                    next_state = s_wb; end
                i_xori: begin              
                    c_in = a ^ z_imm;
                    next_state = s_wb; end
                i_lw: begin                
                    c_in = a + s_imm;
                    next_state = s_mem; end
                i_sw: begin                
                    c_in = a + s_imm;
                    next_state = s_mem; end
                i_beq: begin               
                    if (a == b) begin
                        next_pc = br_addr;
                        wpc = 1;
                    end
                    next_state = s_if; end
                i_bne: begin               
                    if (a != b) begin
                        next_pc = br_addr;
                        wpc = 1;
                    end
                    next_state = s_if; end
                i_lui: begin               
                    c_in = {imm,16'h0};
                    next_state = s_wb; end
                default: next_state = s_if;
            endcase
            end  
            s_mem: begin                   
                m_addr = c;                
                if (i_lw) begin            
                    next_state = s_wb;     
                end else begin             
                    wmem = 1;              
                    next_state = s_if;     
                end
            end  
            s_wb: begin                    
                if (i_lw) data_2_rf = d;   
                if (i_lw || i_addi || i_andi || i_ori || i_xori || i_lui)
                    dest_rn = rt;          
                wreg = 1;                  
                next_state = s_if;         
            end  
            default: begin
                next_state = s_if;         
            end
        endcase
    end
endmodule
</file>
==> changes_impl.md <==
### Metrics

- Status: complete, no violations
- Crit-path cells: buf_4 > and2_4 > buf_4 > buf_4 > a22oi_1 > o2bb2ai_1 > nor4_1 > a21oi_2 > buf_4 > clkdlybuf4s50_1
- Number of global-route vias before repair: 73700
- Setup violators final: 0
- Netlist Area Pre-Place: 70000 um2
- Routed wire per std cell: 41.2 um
- Setup CP Type: reg -> out
- Reg2reg end: pc[30]
- Hold depth: 2
- Syn_area_per_cell: 8.35 um2
- Final Util: 0.567
- Hold path start: regfile[2][20]
- Post-synthesis cell count from yosys: 8384
- Dpl ws: 10.72 ns
- Via/cell ratio: 7.67
- GP Congestion: 1.15
- Tot Pwr: 11.9 mW
- Placed Instances: 9967
- Number of port buffers: 104
- TritonCTS clock tree: done
- Setup tns final: 0 ns
- Crit path from: ir[19]
- Final hold viol count: 0
- Die Y-Extent: 376 um
- Synth Warn #: 2
- Worst slew pin tran: 1.42 ns
- GR Overflow Total: 0
- Post-synth regs: 1123
- Worst Setup Slack, final: 9.31 ns
- Critical path endpoint category: primary output
- # clock sinks: 1123
- Post-synth seq share: 0.401
- Slowest cell on crit path: and2_4
- Chip Area, Yosys: 70000 um2
- Iter 0 DRT Violations: 12100
- Final-report max-slew violation count: 0
- Non-filler cells, final: 10200
- Die Wd: 376 um
- Share of layout cells above drive strength 1: 0.110
- Hold endpoint: regfile[2][20]
- Worst EP arrival: 6.53 ns
- CTS max path bufs: 3
- Row Count: 136
- Worst EP required: 15.84 ns
- Mapped Cells: 8384
- LEAKAGE: 35.0 nW
- CP Launch Type: flop
- Clock Latency Late Sink: 0.79 ns
- Max IR drop VDD: 111 uV
- ANT nets after route: 0
- Overall routing resource usage: 0.614
- CTS buffer count: 115
- Top Ports: 105
- DRT Pass-1 Iters: 14
- Floorplan core density: 0.507
- Min-delay worst type: reg -> reg
- DRC: 0
- Crit path top cell by count: buf_4
- Worst R2R Path Depth: 24
- Total Wirelength: 422 mm
- Largest net degree at the start of global routing: 127
- Min Tclk post-route: 10.50 ns
- Core ar.: 138000 um2
- Clock Tree Root: clkbuf_16
- Clock transition at the registers of the reported paths: 0.07 ns
- Fmax: 0.0953 GHz
- H-tree depth: 3
- Maximum fanout along the worst path: 62
- First-pass GRT wire length: 578 mm
- Pwr Density: 152 nW/um2
- Top FF cell, synth: dfrtp_1
- Worst stage delay on the critical path: 0.90 ns
- Max-cap check violation count: 0
- R2R Setup Slk: 9.98 ns
- Final Skew: 0.0444 ns
- Antenna violations before repair: 45
- CTS Hold Buffers Added: 0
- Chip area: 142000 um2
- Via count: 78500
- Number of synthesized flops with an enable pin: 0
- Setup repair bufs after CTS: 0
- Area overhead of the layout relative to synthesis: 11.9%
- Hpwl dp: 286 mm
- Synth cell types: 111
- Asr flop ratio synth: 1.00
- PostCTS Resize Cnt: 0
- Relative slew slack: 0.0429
- Total tool warning count: 118
- RSZ-0062 raised after global routing: false
- Reg2reg start: ir[19]
- Post-route clock period utilization: 0.530
==> worst max-delay path by stage <==
stage     slack (ns)           to
4_1_cts         9.96  d_t_mem[31]
5_1_grt         9.58  d_t_mem[31]
6_report        9.31  d_t_mem[25]
==> through the flow <==
| step | instance area [um2] | hold slack, ns |
|---|---|---|
| 6_report | 78300 | 0.501 |
| 5_1_grt | 78200 | 0.528 |
| 4_1_cts | 78200 | 0.501 |
| 3_5_place_dp | 74000 | 0.488 |
| 3_3_place_gp | 74000 | 0.478 |
| 2_1_floorplan | 70000 | 0.455 |
==> routing by layer <==
| metal | vias up | wire length (um) | track usage |
|---|---|---|---|
| met1 | 37300 | 145000 | 0.752 |
| met3 | 2543 | 90700 | 0.526 |
| li1 | 30700 | - | - |
| met5 | - | 2840 | 0.146 |
| met4 | 96 | 37000 | 0.366 |
| met2 | 7942 | 146000 | 0.702 |
==> flip-flops by register name, indices dropped and copies added (netlist names) <==
signal	count
pc	32
regfile	992
c	32
d	32
ir	32
state	3
==> critical path, delay by kind of cell (launching register included) <==
family,cells,cell delay [ns]
AOI/OAI and AO/OA,3,1.09
and+or+nand+nor,2,1.03
buffers and inverters,5,2.59
DFF,1,0.81
==> synth_stat cells, types with 24 or more instances <==
master / n / share of area
a2111oi_0: 121 / 0.015
a211oi_1: 56 / 0.0060
a21o_1: 58 / 0.0062
a21oi_1: 894 / 0.064
a221oi_1: 83 / 0.010
a222oi_1: 32 / 0.0046
a22o_1: 52 / 0.0065
a22oi_1: 480 / 0.051
a31oi_1: 39 / 0.0035
and2_1: 27 / 0.0024
and3_1: 426 / 0.038
buf_1: 32 / 0.0017
buf_2: 60 / 0.0043
clkbuf_1: 643 / 0.034
dfrtp_1: 1123 / 0.40
ha_1: 173 / 0.031
inv_1: 140 / 0.0075
mux2_2: 76 / 0.012
mux2i_1: 89 / 0.013
nand2_1: 889 / 0.048
nand2b_1: 39 / 0.0035
nand3_1: 203 / 0.015
nand3b_1: 37 / 0.0040
nand4_1: 141 / 0.013
nor2_1: 856 / 0.046
nor3_1: 109 / 0.0078
nor4_1: 47 / 0.0042
o211ai_1: 42 / 0.0045
o21a_1: 27 / 0.0029
o21ai_0: 707 / 0.051
o221ai_1: 33 / 0.0041
o22ai_1: 44 / 0.0039
o31ai_1: 24 / 0.0026
xnor2_1: 62 / 0.0078
xor2_1: 28 / 0.0035
==> cell usage in the layout, fill, tap and decap left out, drive strengths merged, types with 141 or more instances in the layout <==
cell	Yosys	final
a21oi	898	898
nor2	871	871
buf	119	381
nand3	203	203
and3	426	426
nand2	892	892
o21ai	720	720
dfrtp	1123	1123
inv	145	152
a22oi	480	480
ha	173	173
nand4	141	141
clkbuf	645	151
==> area by class of cell <==
class / instances / area (um2)
Antenna cell: 57 / 143
Sequential cell: 1123 / 28100
Inverter: 147 / 552
Clock buffer: 151 / 3320
Clock inverter: 62 / 891
Timing Repair Buffer: 484 / 3990
Multi-Input combinational cell: 6350 / 39000
Fill cell: 12000 / 59800
Tap cell: 1863 / 2330
==> power breakdown <==
part | switching (mW) | internal, mW
Sequential | 0.527 | 2.63
Combinational | 4.67 | 1.65
Clock | 1.02 | 1.42
==> cells by family (layout without fill, tap and decap cells) <==
family                   count (synthesis)  in the layout  share of synthesized area
AND-OR/OR-AND                         2937           2937                      0.269
XOR/XNOR                                90             90                     0.0113
adder cells (fa/ha/maj)                177            177                     0.0321
buffers and inverters                  911            844                     0.0524
flip-flops                            1123           1123                      0.401
multiplexers                           184            184                     0.0308
other                                    0             57                          0
AND/OR/NAND/NOR                       2962           2962                      0.203
Power is estimated from default activity; no workload was simulated.
